==> ./design.v <==
module uart( clk, start, bus_in, done, serial_out);
parameter [31:0] input_width = 48;  
parameter [31:0] cycles_per_bit = 391;  
input clk;
input start;
input [input_width - 1:0] bus_in;
output done;
output serial_out;
wire clk;
wire start;
wire [input_width - 1:0] bus_in;
wire done;
wire serial_out;
reg [input_width - 1:0] bus_reg = 0;
reg [2:0] byte_counter = (input_width / 8) + 1;;
reg [3:0] bit_counter = 9;
reg [8:0] clk_counter = 0;
  assign done = byte_counter == 1'b 0 ? 1'b 1 : 1'b 0;
  assign serial_out = (bit_counter == 9 || byte_counter == 1'b 0) ? 1'b 1 : bit_counter == 0 ? 1'b 0 : bus_reg[0];
always @(posedge clk) begin
    if((start == 1'b 1)) begin
      bus_reg <= bus_in;
      byte_counter <= 0;
      bit_counter <= 0;
      clk_counter <= 0;
    end
    else if((byte_counter < 1'b 1)) begin
      if((clk_counter < (cycles_per_bit - 1))) begin
        clk_counter <= clk_counter + 1;
      end
      else begin
        clk_counter <= 0;
        if((bit_counter > 0 && bit_counter < 9)) begin
          bus_reg[input_width - 2:0] <= bus_reg[input_width - 1:1];
        end
        if((bit_counter < 9)) begin
          bit_counter <= bit_counter + 1;
        end
        else begin
          bit_counter <= 0;
          byte_counter <= byte_counter + 1;
        end
      end
    end
  end
endmodule
==> ./run.sh <==
#!/bin/bash
# OpenROAD 26Q1-2900-gdf79404cd8, Yosys 0.63+post, stock flow scripts
make -C /OpenROAD-flow-scripts/flow DESIGN_CONFIG=/design/flow/config.mk WORK_HOME=/design/flow/orfs finish
==> ./config.mk <==
export PLATFORM = sky130hd
export DESIGN_NAME = uart
export DESIGN_NICKNAME = uart
export VERILOG_FILES = /design/flow/design.v
export SDC_FILE = /design/flow/constraint.sdc
export NUM_CORES = 4
export LEC_CHECK = 1
export CORE_UTILIZATION = 40
==> ./constraint.sdc <==
current_design uart

set clk_period 5.5
set clk_io_pct 0.2

create_clock -name clk0 -period $clk_period [get_ports {clk}]

set non_clock_inputs [all_inputs -no_clocks]
set_input_delay [expr $clk_period * $clk_io_pct] -clock clk0 $non_clock_inputs
set_output_delay [expr $clk_period * $clk_io_pct] -clock clk0 [all_outputs]
==> out/results.tsv <==
metric	value	unit
Util after Layout	54.3	%
vias in the first global route	1668	
Leak	1.30	nW
Inserted Clock Buffers	9	
period utilisation layout	52.9	%
worst path arrival time	1.81	ns
HPWL Detailed	2.81	mm
hold depth	2	
Yosys top cell by area	edfxtp_1	
Highest Clock Rate	0.343	GHz
CTS tree	done	
yosys warning tally	1	
critical path capture point type	output pin	
Req. time, crit path	4.40	ns
pin count of the biggest net entering global routing	63	
Peak VDD IR	0.000180	V
Seq/Total Area, Yosys	61.9	%
PwrDens	319	mW/mm^2
I/O pins	52	
clk_skew	0.00956	ns
CTS clock-pin slew for the worst setup and hold paths	0.07	ns
Slew headroom	50.8	%
Top-area cell share	50.6	%
largest stage delay on the critical path	0.46	ns
area growth from synthesis to layout	30.3	%
status	completed	
Detailed Route WL	4.47	mm
Starting DRT DRC Count	71	
CTS Buffer Depth	2	
die width	86.4	microns
GRT Total Usage	14.2	%
max FFs per register	48	
Hold Fails Final Rpt	0	
register bit total from synthesis	64	
asr flop ratio synth	0	%
routed len/inst	12.6	microns
max cap viols	0	
antenna violations before repair	0	
RSZ-0062 raised after global routing	no	
Hold Path Class	register to register	
Die H	86.4	microns
Max FO, Critical Path	4	
Sink Count	64	
# rows	30	
CTS root buf	clkbuf_8	
IO buf count	51	
top cells, area	edfxtp_1 (51%), mux2_2 (19%), dfxtp_1 (11%)	
slowest CP cell	clkdlybuf4s50_1	
number of cells in Yosys stat	200	
Pre-Place Util	41.7	%
vias per cell	4.74	
Stages on worst setup path	6	
Post-synth EDFFs	48	
CP cell instances	inv_1 > ha_1 > nand2b_1 > a21oi_1 > o21bai_1 > clkdlybuf4s50_1	
antenna fix cells	0	
Final Wtd Congestion	0.788	
Final Total Pwr	1.18	mW
most frequent cells in the layout	clkdlybuf4s50_1 (50), edfxtp_1 (48), mux2_2 (47)	
post-cts sizing count	0	
Max Slew Vio Count	0	
Synth Cell Area	0.00285	sq mm
hold buffers post-CTS	0	
total gr overflow	0	
global-route wire length before repair	7.70	mm
Largest delay share family, worst path	buffers and inverters	
via count	1688	
Pre-Repair DR Iteration Count	4	
share of cells above drive strength 1	26.9	%
Top FF cell, synth	edfxtp_1	
# setup viols final	0	
worst path buffer plus inverter count	2	
CP startpoint kind	register	
tool warnings	28	
Reg2Reg Setup Slack	3.14	ns
Worst Tran Pin Value	0.732	ns
most numerous logic cell after layout	clkdlybuf4s50_1	
post-CTS setup buffers	0	
DRC Markers	0	
Crit Path Category	register to output pin	
Reg2Reg Depth	4	
Die ar.	0.00746	sq mm
Syn Inst Count	200	
crit path time final	2.91	ns
H-tree levels	3	
CORE AREA	0.00683	sq mm
Final ANT Viol Nets	0	
Yosys cell types	34	
syn avg cell area	14.2	sq um
Clock Latency Late Sink	0.33	ns
TNS Setup	0	ns
YS chip area	0.00285	sq mm
-- worst reg2reg max path: cells and delay by family (launching register included) --
family                 cells  cell delay [ns]
and+or+nand+nor            1             0.51
buffers and inverters      1             0.48
DFF                        1             0.33
AOI/OAI and AO/OA          2             0.65
-- where the power goes --
| part | switching (mW) | internal, mW | total (mW) |
|---|---|---|---|
| Combinational | 0.0287 | 0.0601 | 0.0887 |
| Clock | 0.182 | 0.349 | 0.530 |
| Sequential | 0.00930 | 0.553 | 0.563 |
| Total | 0.220 | 0.962 | 1.18 |
-- final timing paths --
check,start,end
max,bit_counter[0]$_SDFFE_PP0P_,serial_out
min,clk_counter[8]$_SDFFE_PP0P_,clk_counter[8]$_SDFFE_PP0P_
max reg2reg,byte_counter[1]$_SDFFE_PP0P_,bus_reg[39]$_DFFE_PP_
min reg2reg,clk_counter[8]$_SDFFE_PP0P_,clk_counter[8]$_SDFFE_PP0P_
-- cell usage after synthesis, types with 2 or more instances --
| master | number |
|---|---|
| a31o_2 | 2 |
| edfxtp_1 | 48 |
| nor2_1 | 12 |
| a21oi_1 | 6 |
| clkbuf_1 | 7 |
| nand3_1 | 3 |
| or3_1 | 2 |
| mux2_2 | 47 |
| dfxtp_1 | 16 |
| inv_1 | 7 |
| nand2b_1 | 5 |
| o22ai_1 | 2 |
| ha_1 | 6 |
| xnor2_1 | 3 |
| nor4_1 | 2 |
| xor2_1 | 4 |
| nand4_1 | 5 |
| nand2_1 | 7 |
-- through the flow --
step           worst slack (ns)  cells  area (sq um)  hold slack, ns
2_1_floorplan              2.82    200          2850           0.441
3_3_place_gp               2.62    340          3440           0.465
3_5_place_dp               2.61    340          3440           0.469
4_1_cts                    2.57    356          3710           0.487
5_1_grt                    2.45    356          3710           0.521
6_report                   2.59    356          3710           0.479
-- area by class of cell --
| type | instances | area [sq um] |
|---|---|---|
| fillers | 593 | 3120 |
| clock inverters | 7 | 141 |
| inverters | 7 | 26.3 |
| well taps | 96 | 120 |
| multi-input cells | 120 | 1020 |
| repair buffers | 53 | 520 |
| flip-flops and latches | 64 | 1760 |
| clock buffers | 9 | 124 |
-- kinds of logic (layout without fill, tap and decap cells) --
group	after synthesis	count (layout)	synth area share, %
XOR/XNOR	7	7	2.15
flip-flops	64	64	61.9
adder cells (fa/ha/maj)	6	6	2.64
AND-OR/OR-AND	17	17	4.40
buffers and inverters	16	76	2.42
AND/OR/NAND/NOR	43	43	7.91
multiplexers	47	47	18.6
-- per-layer routing --
layer  up-vias  global-route usage, %  wire [microns]
met5         -                      0               0
met4         0                   1.52              48
met3         5                   5.80             310
met2        47                   18.8            1850
met1       786                   24.4            2260
li1        850                      -               -
Power and IR drop assume default switching activity.
