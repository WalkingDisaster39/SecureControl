## /design/flow/run.sh

```bash
#!/bin/bash
# OpenROAD 26Q1-2900-gdf79404cd8, Yosys 0.63+post, stock flow scripts
make -C /OpenROAD-flow-scripts/flow DESIGN_CONFIG=/design/flow/config.mk WORK_HOME=/design/flow/orfs finish
```

## /design/flow/config.mk

```make
export PLATFORM = sky130hd
export DESIGN_NAME = montmult_triple_M
export DESIGN_NICKNAME = montmult_triple_M
export VERILOG_FILES = /design/flow/design.v
export SDC_FILE = /design/flow/constraint.sdc
export NUM_CORES = 4
export LEC_CHECK = 1
export CORE_AREA = 10 10 606 606
export DIE_AREA = 0 0 616 616
```

## /design/flow/constraint.sdc

```tcl
current_design montmult_triple_M

set clk_period 2.3
set clk_io_pct 0.2

create_clock -name clk0 -period $clk_period [get_ports {clk}]

set non_clock_inputs [all_inputs -no_clocks]
set_input_delay [expr $clk_period * $clk_io_pct] -clock clk0 $non_clock_inputs
set_output_delay [expr $clk_period * $clk_io_pct] -clock clk0 [all_outputs]
```

## /design/flow/design.v

```verilog
module montmult_triple_M(clk, start, multiplier, multiplicand, M_select, done, product);
parameter cycles_per_sampling = 30000;
parameter key_length = 256;
parameter data_length = 32;
parameter [2047:0] N2 = 508'h1778EB55F880F45868FCBBAA0E3411D3B134284D427EE14309C24941EB42E9B7A63200697FA831F9079F50C23D151877A764ACF0BE62040A94CF09BDDF23469;
parameter N2_dash = 16'h6427;
parameter [2047:0] N_mont = 508'h138FD70691ED6093BA71A1D3DC302F7E24D692CDE4AEF2F0287E865E1FD0A1045DEB148374ED4722F556808B87B567C4D52A30E6A9B0240ECD87DF27F2F8BA5;
parameter [2047:0] N_plus_1_mont = 508'hA61394247DD8E660BC2132DD5DCFE7A8A930EBBC26C7DF710A66C272632786A2835382CAE13CEDE09C25B4B4A83599F04E7D9D7C28A5416448920E3D253BDF;
parameter [2047:0] N2_plus_2 = 508'h1778EB55F880F45868FCBBAA0E3411D3B134284D427EE14309C24941EB42E9B7A63200697FA831F9079F50C23D151877A764ACF0BE62040A94CF09BDDF2346B;
parameter [15:0]   N2_plus_2_dash = 16'h27BD;
parameter [2047:0] N = 256'h13611A1EC706880C740F5081ECE4FABD0866205F6DD4061577A9275E12695093;
parameter [15:0] N_dash = 16'h B265;
parameter [2047:0] random_seed = 508'hB1FEEFAFADBE9EFDBACD510261CCF4F17A5088BA4D402DC93BBA837CB4826C27A109463FAEFEF20662D96DA751B5E811E51EED0665E4F8FFEA89C610BD5FA8;
parameter [2047:0] lambda = 508'h33AD9AFCBD66C021357E2C0522629CA0B8D0DCD6C99331A360C85042AA8C348;
parameter [2047:0] N_inv_R_mont = 508'h14FFB8D29D6FFE75E4B10794BF40B6FD27039C9B7CB1F727884A229F5130ACB082C505AF92D33B2163C8C7DD4BDBE1DBC2381AE8446D13B6C97B7B8A916F80D;
parameter [2047:0] mu_mont = 256'hE228860E3E3B5BDC36E523B5A2B7FF2FCD227B92F62D4B7FDC1A8ED984BD474;
parameter [2047:0] k_p_theta = 32'hFFFFFFDF;
parameter [2047:0] k_d_theta = 32'hFFFFE00B;
parameter [2047:0] k_alpha = 32'hFFFFD623;
parameter [2047:0] neg_k_d_theta = 16'h1FF5;
parameter [2047:0] neg_k_d_alpha = 16'h27F3;
parameter [2047:0] R2_mod_N2 = 508'hBDD0D1FC84A56B42D19C5A9DB797FA71960982BAB9EE33BB2485A3493B365A75012A71B635151A77167FAD41A5A2689667AFBC6EA822F61FBEEA76D6AE4476;
parameter [2047:0] R_mod_N2 = 508'hE4A4D91AE71222ABA4D2D0407E0E0D016F0A43B203C6C49F1EA2F0AF1A4C11D707C2412B8CEB9B41C0B2B81FFE30A51D72255E1D73C34120BD04B79BE7E4A3;
parameter M_length = 512;
input clk;
input start;
input [M_length + 15:0] multiplier;
input [M_length + 15:0] multiplicand;
input [1:0] M_select;
output done;
output [M_length + 15:0] product;
wire clk;
wire start;
wire [M_length + 15:0] multiplier;
wire [M_length + 15:0] multiplicand;
wire [1:0] M_select;
wire done;
wire [M_length + 15:0] product;
wire [M_length + 31:0] Z = 0; 
reg [M_length + 31:0] Z_reg = 0; 
wire [M_length + 31:0] T = 0;
reg [M_length + 15:0] multiplier_reg = 0; 
reg [M_length + 15:0] multiplicand_reg = 0;
reg [M_length + 15:0] T_reg = 0;
reg [M_length - 1:0] M_reg = 0;
reg [15:0] M_dash_reg = 0;
wire [31:0] U = 0;  
reg [5:0] counter = (M_length / 16) + 3;
assign done = (counter == (M_length / 16) + 2 ) ? 1'b1 : 1'b0;   
assign product = T_reg;
assign Z = multiplier_reg[15:0] * multiplicand_reg;
assign U = ((T_reg[15:0] + Z_reg[15:0])) * M_dash_reg;
assign T = T_reg + Z_reg + M_reg * U[15:0];
  always @(posedge clk) begin
    if((start == 1'b 1 || counter < ((M_length / 16) + 2))) begin
      if((start == 1'b 1)) begin
        T_reg <={(M_length + 15){1'b0}};
        counter <= 0;
      end
      else begin
        T_reg <= T[M_length + 31:16];
        counter <= counter + 1;
      end
    end
  end
  always @(posedge clk) begin
    if((start == 1'b 1)) begin
      multiplier_reg <= multiplier;
      Z_reg <= {(M_length + 31){1'b0}};
    end
    else begin
      multiplier_reg[M_length - 1:0] <= multiplier_reg[M_length + 15:16];
      Z_reg <= Z;
    end
  end
  always @(posedge clk) begin
    if((start == 1'b 1)) begin
      multiplicand_reg <= multiplicand;
      case(M_select)
      2'b00 : begin
        M_reg <= N2[M_length - 1:0];
        M_dash_reg <= N2_dash;
      end
      2'b01 : begin
        M_reg <= N2_plus_2[M_length - 1:0];
        M_dash_reg <= N2_plus_2_dash;
      end
      2'b10 : begin
        M_reg <= N[M_length - 1:0];
        M_dash_reg <= N_dash;
      end
      endcase
    end
  end
endmodule
```

==> results.json <==
{
  "status": "completed",
  "vias_per_cell": 0.304,
  "die_w_um": 616,
  "layout-drive-gt1-share_pct": 1.07,
  "cts_tree": "done",
  "place_area_um2": 8250,
  "hold_end": "counter[0]$_SDFFCE_PP0P_",
  "r2r-start": "counter[2]$_SDFFCE_PP0P_",
  "timing.rr.end": "counter[1]$_SDFFCE_PP0P_",
  "ys_area_um2": 4290,
  "synth_cells": 556,
  "gp_congestion": 0.527,
  "finalCriticalPeriod_ns": 2.09,
  "htreeDepth": 1,
  "grt_max_degree": 8,
  "cp-start-kind": "register",
  "cp_top_family": "buffers and inverters",
  "worstPathRequired_ns": 1.84,
  "firstDrtPassIters": 4,
  "synth_flops": 6,
  "period_used_pct": 90.8,
  "reg_top3": "counter (6)",
  "fmax_mhz": 479,
  "fp_util_pct": 1.21,
  "fillers": 42185,
  "first_global_vias": 2482,
  "cts.hold.buffers_added": 0,
  "post_drt_wl_per_cell_um": 1.47,
  "yosys_warnings": 1,
  "lay_top_cells": "528 x conb_1, 6 x nor2_1, 6 x edfxtp_1, 3 x clkbuf_16",
  "reg2reg_depth": 2,
  "cts_resized": 0,
  "skew_ns": 0.000477,
  "setup_viol": 0,
  "post_cts_buffers": 0,
  "die_h_um": 616,
  "finalHoldViolations": 0,
  "gr-total-overflow": 0,
  "numPortBuffers": 2,
  "antennaDiodeCount": 0,
  "rsz0062_at_grt": "no",
  "cts_buffer_depth": 2,
  "regMostFlops": "counter",
  "syn_avg_cell_area_um2": 7.71,
  "drc": 0,
  "hp-class": "register to register",
  "timing.reg2reg.setup_slack_ns": 0.92,
  "cellLeakagePower_nw": 1.88,
  "vias": 1609,
  "drv_slew": 0,
  "arrival_ns": 1.63,
  "hold_depth": 1,
  "crit_buf_inv": 2,
  "chipArea_um2": 379000,
  "worst-path-max-fanout": 4,
  "ir_drop_uv": 201,
  "fin_area_um2": 8320,
  "clock-sinks": 6,
  "grt_pass1_wl_mm": 10.1,
  "area_leaders": "buf_4 92%, edfxtp_1 4.2%, ha_1 0.58%, nor2_1 0.53%, xor2_1 0.41%",
  "final_util_pct": 2.36,
  "worstHoldStart": "counter[0]$_SDFFCE_PP0P_",
  "path_class": "register to output port",
  "coreArea_um2": 353000,
  "syn_area_um2": 4290,
  "synth.distinct_cells": 16,
  "critPathMaxStageDelay_ns": 0.51,
  "layout_top_cell": "conb_1",
  "antenna_found_initial": 0,
  "end_kind": "output port",
  "cp_cell_sequence": "inv_1 -> ha_1 -> nand2_1 -> nor4_1 -> clkdlybuf4s50_1",
  "clk_pin_slew_ns": 0.03,
  "largest_area_cell": "buf_4",
  "clk_latency_ns": 0.22,
  "rows": 218,
  "area_growth_pct": 94.1,
  "numCtsBuffers": 3,
  "grt_usage_pct": 0.293,
  "top_level_ports": 1589,
  "cts-root-buf": "clkbuf_16",
  "tool_warnings": 1026,
  "fin_setup_tns_ns": 0,
  "cap_viol_max_count": 0,
  "synth_stat.cells": 556,
  "largest_reg_flops": 6,
  "yosysTopAreaCellShare_pct": 92.5,
  "drtAntennaViolNets": 0,
  "crit_slowest_cell": "clkdlybuf4s50_1",
  "synth_seq_share_pct": 4.20,
  "first_iter_violations": 9,
  "wl_mm": 7.76,
  "dp_hpwl_mm": 7.44,
  "power_density_nw_per_um2": 58.2
}
-- report_power, final --
part,leakage [nW],switching [W],internal (W)
registers,0.0722,0.00000685,0.000126
logic,1.78,0.0000692,0.00000644
clock network,0.0370,0.0000531,0.000223
-- Yosys cell counts --
cell type  count
nand3_2        1
nor2_2         1
nand3_1        1
xnor2_1        1
o41ai_1        1
mux2_1         1
buf_4        528
xor2_1         2
inv_1          1
nor2_1         6
edfxtp_1       6
nand2_1        2
nor2b_1        1
ha_1           2
nor4_1         1
conb_1         1
-- worst register-to-register path, cell delays in order, from the launching register on --
cell	delay [ns]
edfxtp_1	0.48
o41ai_1	0.40
buf_4	0.21
-- cell type report --
class                   count  area, um^2  share of cell area [%]
flip-flops and latches      6         180                    2.17
repair buffers              3        27.5                   0.331
inverters                   1        3.75                  0.0451
multi-input cells         548        2120                    25.4
well taps                4730        5920                    71.1
clock buffers               3        75.1                   0.902
-- how the worst max path moves through the flow --
stage / from / endpoint / slack [ns] / cells after the start
after CTS: counter[0]$_SDFFCE_PP0P_ / done / 0.18 / 5
final: counter[0]$_SDFFCE_PP0P_ / done / 0.21 / 5
after global routing: counter[0]$_SDFFCE_PP0P_ / done / 0.06 / 5
-- per-layer routing --
layer | routed length [um] | share of wire, % | global-route usage [%] | vias to the layer above
li1 | - | - | - | 636
met4 | 21 | 0.27 | 0.0160 | 0
met3 | 800 | 10 | 0.147 | 2
met2 | 3790 | 49 | 0.536 | 306
met1 | 3140 | 40 | 0.317 | 665
met5 | 0 | 0 | 0 | -
-- kinds of logic after synthesis --
| family | after synthesis | synth area share, % |
|---|---|---|
| compound gates | 1 | 0.204 |
| fa+ha+maj | 2 | 0.584 |
| mux | 1 | 0.263 |
| simple gates | 13 | 1.49 |
| other cells | 1 | 0.0875 |
| xor+xnor | 3 | 0.613 |
| buf+inv | 529 | 92.6 |
| flops | 6 | 4.20 |
-- metrics by stage --
stage          std cells  total power [W]  worst slack (ns)  hold WS [ns]
6_report            5291         0.000484             0.211         0.647
2_1_floorplan       1083         0.000777             0.599         0.595
5_1_grt             5291         0.000547            0.0619         0.674
3_3_place_gp        5288         0.000236             0.437         0.627
4_1_cts             5291         0.000511             0.176         0.650
3_5_place_dp        5288         0.000232             0.429         0.644
Power figures rest on the tool's default switching activity, not on a simulated workload.
