--- /design/flow/run.sh ---
#!/bin/bash
# OpenROAD 26Q1-2900-gdf79404cd8, Yosys 0.63+post, stock flow scripts
make -C /OpenROAD-flow-scripts/flow DESIGN_CONFIG=/design/flow/config.mk WORK_HOME=/design/flow/orfs finish
--- /design/flow/config.mk ---
export PLATFORM = sky130hd
export DESIGN_NAME = spi
export DESIGN_NICKNAME = spi
export VERILOG_FILES = /design/flow/design.v
export SDC_FILE = /design/flow/constraint.sdc
export NUM_CORES = 4
export LEC_CHECK = 1
export CORE_UTILIZATION = 50
--- /design/flow/constraint.sdc ---
current_design spi

set clk_period 25.5
set clk_io_pct 0.2

create_clock -name clk0 -period $clk_period [get_ports {clk}]

set non_clock_inputs [all_inputs -no_clocks]
set_input_delay [expr $clk_period * $clk_io_pct] -clock clk0 $non_clock_inputs
set_output_delay [expr $clk_period * $clk_io_pct] -clock clk0 [all_outputs]
--- /design/flow/design.v ---
module spi(clk, start, miso, bus_in, done, sclk, mosi, ss, bus_out);
parameter [31:0] input_width = 136;  
parameter [31:0] cycles_per_half_bit = 8;  
input clk;
input start;
input miso;
input [input_width - 1:0] bus_in;
output done;
output sclk;
output mosi;
output ss;
output [input_width - 1:0] bus_out;
wire clk;
wire start;
wire miso;
wire [input_width - 1:0] bus_in;
wire done;
wire sclk;
wire mosi;
wire ss;
wire [input_width - 1:0] bus_out;
reg sclk_reg = 1'b 1;
reg [input_width - 1:0] bus_in_reg = 0; reg [input_width - 1:0] bus_out_reg = 0;
reg [31:0] bit_counter = input_width;
reg [31:0] clk_counter = 0;
assign done = bit_counter < input_width ? 1'b 0 : 1'b 1;
assign sclk = sclk_reg;
assign mosi = bus_in_reg[input_width - 1];
assign ss = bit_counter < input_width ? 1'b 0 : 1'b 1;
assign bus_out = bus_out_reg;
always @(posedge clk) begin
    if((start == 1'b 1)) begin
      bus_in_reg <= bus_in;
      bit_counter <= 0;
      clk_counter <= 0;
    end
    else if((bit_counter < input_width)) begin
      if((clk_counter < (cycles_per_half_bit - 1))) begin
        clk_counter <= clk_counter + 1;
      end
      else begin
        if((sclk_reg == 1'b 0)) begin
          bus_in_reg[input_width - 1:1] <= bus_in_reg[input_width - 2:0];
          bit_counter <= bit_counter + 1;
        end
        else begin
          bus_out_reg[input_width - 1:1] <= bus_out_reg[input_width - 2:0];
          bus_out_reg[0] <= miso;
        end
        clk_counter <= 0;
        sclk_reg <=  ~sclk_reg;
      end
    end
  end
endmodule
==> Implementation_results.wiki <==
== Implementation results ==
{| class="wikitable"
! Metric !! Value
|-
| Status || completed
|-
| Count of different cell masters after synthesis || 43
|-
| Setup repair after global routing missed its margin || no
|-
| Ordered list of cells on the worst path || nor4_1 > nand4_2 > nor2_1 > inv_1 > clkdlybuf4s50_1
|-
| Final Hold Slack || 445 ps
|-
| TritonCTS buffer count || 35
|-
| Number of design-rule violations left by the first detailed-router iteration || 494
|-
| Crit path max-delay cell type || nor4_1
|-
| Share of post-route cells with drive strength above 1 || 20.5%
|-
| Maximum number of pins on one net before global-route repair || 137
|-
| Input/output buffers || 278
|-
| Setup Viol. Count Final || 0
|-
| Yosys warns || 1
|-
| Via count normalized by instance count || 5.16
|-
| Fraction of synthesis flops using an asynchronous set or reset pin || 0%
|-
| Clock latency at the later pin of the worst-skew pair || 520 ps
|-
| Post-synthesis cell count from yosys || 693
|-
| Worst path bufs/invs || 2
|-
| Count of warning messages emitted by the tools || 29
|-
| Final count of hold timing violations || 0
|-
| Total global routing track utilization || 20.8%
|-
| Nature of the critical path startpoint || register
|-
| Total via count in the routed design || 6919
|-
| Setup repair bufs after CTS || 0
|-
| Cell family with the largest share of critical-path delay || simple AND/OR/NAND/NOR gates
|-
| Die Outline Area || 0.0253 sq mm
|-
| Hold-critical path depth || 0
|-
| Flops after synth || 337
|-
| Dominant flop cell || edfxtp_1
|-
| Max Slew Vio Count || 0
|-
| Placeable core region || 0.0242 sq mm
|-
| Sum of negative setup slack || 0 ps
|-
| Upper clock frequency limit || 132 MHz
|-
| Area growth from synthesis to layout || 34.5%
|-
| Starting density of the core || 50.8%
|-
| Number of DRC violations after detailed routing || 0
|-
| Number of antenna violations at the first check in global routing || 2
|-
| Req. time, crit path || 20400 ps
|-
| Placer's final routability congestion estimate || 0.861
|-
| Crit share post-route || 29.8%
|-
| CTS H-tree lvls || 2
|-
| Max cap viols || 0
|-
| Std-Cell Rows || 57
|-
| Post-placement cell count || 1275
|-
| Leak pwr || 5.62 nW
|-
| Remaining Overflow, GRT || 0
|-
| Average routed wire per standard cell || 17.5 microns
|-
| R2R cell count || 5
|-
| Maximum vdd drop || 51.0 uV
|-
| Actual slew at the worst max-slew pin || 1030 ps
|-
| Mean area per synthesized cell || 17.8 sq um
|-
| Clock Sink Count || 337
|-
| Placed wire-length estimate after detailed placement || 15100 microns
|-
| Quantity of gates resized following cts || 0
|-
| Number of buffers on the longest clock path || 3
|-
| Most frequent logic cell in the layout || clkdlybuf4s50_1
|-
| Most frequently placed logic cells in the final layout || clkdlybuf4s50_1, edfxtp_1, mux2_2, dfxtp_1, clkbuf_16
|-
| CTS tree || yes
|-
| Relative max-transition margin || 30.8%
|-
| Start-to-end type of the worst setup path || register to primary output
|-
| Final worst path period need || 7590 ps
|-
| Global-route wire length before repair || 37800 microns
|-
| Number of standard cells in the final layout excluding fillers || 1340
|-
| Number of stages on the worst setup path || 5
|-
| Count of library flops with an enable pin || 273
|-
| Vias in the first global route || 6876
|-
| Worst Setup End Kind || primary output
|-
| Number of instances in the synthesized netlist || 693
|-
| Chip Height || 159 microns
|-
| Critical Path AT || 2490 ps
|-
| Cell Area, Synth || 0.0123 sq mm
|-
| # IOs || 279
|-
| Worst Hold Class || register to register
|-
| Clock-pin slew on the worst setup and hold paths || 60 ps
|-
| Max stage delay on crit path || 490 ps
|-
| Number of buffers inserted for hold repair after clock tree synthesis || 0
|-
| Cell area power density || 69.8 mW/mm^2
|-
| Chip Width || 159 microns
|-
| Chip area from the yosys synthesis statistics || 0.0123 sq mm
|-
| Remaining antenna violation count || 0
|-
| Drt first pass iters || 4
|-
| Detailed Route WL || 23400 microns
|-
| CTS Root Buffer Type || clkbuf_16
|-
| Critical-path maximum fanout || 7
|-
| Clock skew || 22.7 ps
|-
| Synth Seq Share || 77.0%
|}
## final cells by class
type	count	area [sq um]
antenna	1	2.50
clock buffer	48	963
clock inverter	16	134
fill	1566	7680
inverter	8	30.0
multi-input combinational	321	2710
sequential	337	9480
tap	324	405
timing repair buffer	285	2850
## where the power goes
group	total, mW	internal, mW	switching (mW)
clock network	0.485	0.286	0.199
logic	0.0550	0.0367	0.0183
registers	0.617	0.612	0.00465
## stage by stage
stage	power, mW	area, sq um	util, %	setup slack (ps)
4_1_cts	1.17	16600	68.3	17870
3_5_place_dp	0.684	15500	63.8	18410
3_3_place_gp	0.682	15500	63.8	18490
6_report	1.16	16600	68.3	17910
2_1_floorplan	0.657	12300	-	9980
5_1_grt	1.20	16600	68.3	17720
## worst paths after layout
kind	slack, ps	startpoint	endpoint
max	17910	bit_counter[10]$_SDFFE_PP0P_	done
min	450	bus_out_reg[15]$_DFFE_PP_	bus_out_reg[16]$_DFFE_PP_
max reg2reg	22550	bit_counter[10]$_SDFFE_PP0P_	bus_in_reg[6]$_DFFE_PP_
min reg2reg	450	bus_out_reg[15]$_DFFE_PP_	bus_out_reg[16]$_DFFE_PP_
## synth_stat cells, types with 2 or more instances
cell type	number	share of area (%)
nor4_2	3	0.30
o21a_1	8	0.49
inv_1	8	0.24
nor2_1	25	0.76
or4_4	2	0.18
dfxtp_1	64	10
or4_1	5	0.30
xnor2_1	2	0.14
nor4_1	11	0.56
buf_1	6	0.18
clkbuf_1	19	0.58
nand4_1	9	0.46
o31ai_1	5	0.30
edfxtp_1	273	67
o21ai_0	4	0.16
nand2b_1	3	0.15
nand2_1	11	0.34
ha_1	2	0.20
a31oi_1	5	0.25
mux2_2	137	13
nand3_1	8	0.33
a41oi_1	4	0.28
nor3_1	10	0.41
a21oi_1	17	0.69
nor2b_1	28	1.4
or3_1	3	0.15
and4_1	5	0.36
## cells by family (layout without fill, tap and decap cells)
family / count (synthesis) / count (layout) / synth area share, %
other cells: 0 / 1 / 0
mux: 137 / 137 / 12.5
compound gates: 49 / 49 / 2.64
fa+ha+maj: 2 / 2 / 0.203
xor+xnor: 2 / 2 / 0.142
simple gates: 131 / 131 / 6.38
buf+inv: 35 / 357 / 1.16
flops: 337 / 337 / 77.0
## metal layers
layer  global-route usage, %  up-vias  wire (microns)
met3                    8.40       42            2300
met1                    36.2     3310           10000
met2                    28.6      274           10600
li1                        -     3293               -
met5                       0        -               0
met4                    3.89        0             547
Power and IR drop assume default switching activity.
